<file path="./design.v">
module topentity (
    input clk,
    input [1:0] key,
    output [5:0] led
);
wire rstn;
assign rstn = ~key[0];
reg [25:0] ctr_q;
wire [25:0] ctr_d;
always @(posedge clk or negedge rstn) begin
    if (!rstn) begin
        ctr_q = 0;
    end
    else begin
        if (key[1]) begin
            ctr_q <= ctr_d;
        end
    end
end
assign ctr_d = ctr_q + 1'b1;
assign led[5:0] = ctr_q[25:20];
endmodule
</file>
<file path="./run.sh">
#!/bin/bash
# OpenROAD 26Q1-2900-gdf79404cd8, Yosys 0.63+post, stock flow scripts
make -C /OpenROAD-flow-scripts/flow DESIGN_CONFIG=/design/flow/config.mk WORK_HOME=/design/flow/orfs finish
</file>
<file path="./config.mk">
export PLATFORM = sky130hd
export DESIGN_NAME = topentity
export DESIGN_NICKNAME = topentity
export VERILOG_FILES = /design/flow/design.v
export SDC_FILE = /design/flow/constraint.sdc
export NUM_CORES = 4
export LEC_CHECK = 1
export CORE_UTILIZATION = 30
</file>
<file path="./constraint.sdc">
current_design topentity

set clk_period 2.2
set clk_io_pct 0.2

create_clock -name clk0 -period $clk_period [get_ports {clk}]

set non_clock_inputs [all_inputs -no_clocks]
set_input_delay [expr $clk_period * $clk_io_pct] -clock clk0 $non_clock_inputs
set_output_delay [expr $clk_period * $clk_io_pct] -clock clk0 [all_outputs]
</file>
==> Changelog: implementation <==
### Changed

- CTS tree: yes
- Transition time of the tightest slew-check pin: 467.0 ps
- Number of buffer cells added on primary ports: 8
- Leakage power summed over all cells: 0.5944 nW
- Largest register by flop count: ctr_q
- Commonest cells in the netlist: dfrtp_1 (26), xnor2_1 (20), nand2_1 (9), nand3_1 (9), nand4_1 (7)
- DRC marker count from the first detailed-route iteration: 23
- Unrepaired setup endpoints after global routing: false
- Max-cap check violation count: 0
- Number of enable-type register cells in the synthesized netlist: 0
- Horizontal extent of the die: 65.44 um
- Number of vias after detailed routing: 672
- Final Hold Violation Tally: 0
- Class of the most critical setup path: primary input to flip-flop
- Stage-log warning count: 25
- Total global-route track usage: 9.632%
- Outcome: complete, no violations
- Max-slew violation count: 0
- CTS sink count: 26
- Biggest area consumer among synthesized cells: dfrtp_1
- Maximum buffer depth of the clock tree: 2
- HPWL reported at the end of detailed placement: 1178 um
- Grt total ovfl: 0
- Final critical path time including I/O delays and setup: 1813 ps
- Logic cell area: 504.2 sq um
- Routed wire length: 1685 um
- Min-Delay Path Class: flip-flop to flip-flop
- Hold buffers post-CTS: 0
- Floorplan die area: 0.004282 sq mm
- Cell count in the Yosys report: 101
- Top area contributor share: 53.89%
- Data arrival at the endpoint of the critical path: 1960 ps
- Clock input transition at the sequential cells of the worst setup and hold paths: 80 ps
- Final RePlAce weighted congestion: 0.7335
- Number of distinct standard cells referenced by the synthesized netlist: 17
- Number of fillers in the final layout: 349
- Total negative slack: 0 ps
- Remaining antenna violation count after routing: 0
- Worst slack on hold paths: 469.4 ps
- YS chip area: 0.001207 sq mm
- Initial cell density of the core: 32.02%
- Final worst clock skew: 1.820 ps
- Worst hold path depth: 1
- Drt pass-1 iters: 4
- Post-synthesis cell area: 0.001207 sq mm
- Capture point of the worst reg-to-reg path: ctr_q[12]
- Cell Pwr Density: 749.1 mW/mm^2
- Post-synthesis average cell area: 11.95 sq um
- Clock insertion delay at the later pin of the skew report: 260 ps
- Synthesis warning total: 1
- Sort of element at the start of the critical path: primary input
- Worst Min Path Start: ctr_q[8]
- Largest registers ranked by flip-flop count: ctr_q: 26 flops
- Initial antenna violation count: 0
- Most used DFF post-synth: dfrtp_1
- DRC Markers: 0
- Number of core rows: 22
- Critical path data required time: 2350 ps
- Sort of element at the end of the critical path: flip-flop
- Boundary pin count: 9
- Number of flip-flops in the largest register: 26
- Gate Count Post-Synth: 101
- Fraction of registers with async set/reset: 100.0%
- Worst setup slack for register-to-register paths: 620 ps
- Most frequent cell after synthesis: dfrtp_1
- Maximum clock rate: 0.5515 GHz
- Post-layout util: 35.83%
- Top cells by area: dfrtp_1 (54%), xnor2_1 (15%), nand3_1 (3.7%), buf_4 (3.7%), nand4_1 (3.6%)
- Height of the die: 65.44 um
- Number of global-route vias before repair: 726
- Post-detailed-route wirelength per cell: 10.87 um
- FF-to-FF Start: ctr_q[0]
- Worst relative slew slack: 68.75%
- Total area of sequential cells: 650.6 sq um
- Crit Path Max Fanout: 9
- Deepest level of the CTS H-tree: 1
- Pin count of the biggest net entering global routing: 27
- Capture endpoint of the worst hold path: ctr_q[8]
- Share of cells above drive strength 1: 9.346%
- First-pass GRT wire length: 3160 um
- Peak supply drop: 0.0002990 V
- Fraction of the yosys area taken by sequential cells: 53.89%
- Number of endpoints failing setup at the final stage: 0
- Registers, synthesis: 26
- Number of inserted diodes: 0
- Vias per cell: 4.335
- Area growth from synthesis to layout: 11.92%
- Resize count post-CTS: 0
- Placeable core region: 0.003771 sq mm
- Number of cell instances on the worst register-to-register path: 5
- Clock buffer count from CTS: 3
- Fraction of the cycle the final worst path needs: 82.43%
- Root Buffer Master: clkbuf_8
- Setup repair bufs after CTS: 0
-- report_power, final --
| group | switching (mW) | internal, mW |
|---|---|---|
| Combinational | 0.0573 | 0.0726 |
| Sequential | 0.0941 | 0.539 |
| Clock | 0.127 | 0.122 |
| Total | 0.279 | 0.734 |
-- placed cells by master, fill, tap and decap left out --
master | synthesis | routed
nor3_4 | 2 | 2
clkbuf_8 | 0 | 3
ha_1 | 1 | 1
and3_1 | 3 | 3
clkdlybuf4s50_1 | 0 | 8
nand4_4 | 2 | 2
nand3_1 | 9 | 9
mux2_2 | 1 | 1
nor2_1 | 4 | 4
and4_1 | 2 | 2
nor3_1 | 1 | 1
nand2_1 | 9 | 9
dfrtp_1 | 26 | 26
xnor2_1 | 20 | 20
and3_2 | 1 | 1
nand4_1 | 7 | 7
buf_4 | 6 | 1
xor2_1 | 5 | 5
inv_1 | 2 | 2
-- per-stage QoR --
| stage | area (sq um) | power (mW) | instances | worst slack, ps |
|---|---|---|---|---|
| after floorplan | 1207 | 0.7358 | 101 | 798.1 |
| after global placement | 1310 | 0.7624 | 152 | 128.5 |
| after detailed placement | 1310 | 0.7757 | 152 | 102.6 |
| after CTS | 1351 | 1.032 | 155 | 381.4 |
| after global routing | 1351 | 1.078 | 155 | 247.9 |
| final | 1351 | 1.012 | 155 | 386.6 |
-- cell families after synthesis --
kind of cell,share of synthesized area [%]
xor+xnor,18.13
flops,53.89
mux,0.9326
fa+ha+maj,1.036
buf+inv,4.352
simple gates,21.66
-- metal layers --
metal  vias to the layer above  global-route usage, %  wire length (um)
li1                        358                      -                 -
met1                       304                  14.86               918
met2                         8                  14.69               704
met3                         2                  1.761                50
met4                         0                  1.630                12
met5                         -                      0                 0
-- area by class of cell --
type / instances / share of cell area (%)
Timing Repair Buffer: 9 / 6.481
Clock buffer: 3 / 3.056
Inverter: 2 / 0.5556
Sequential cell: 26 / 48.15
Multi-Input combinational cell: 67 / 37.31
Tap cell: 48 / 4.444
-- worst max path at each step --
stage	start	endpoint	slack, ps
after CTS	key[1]	ctr_q[19]	380
after global routing	key[1]	ctr_q[19]	250
final	key[1]	ctr_q[19]	390
-- worst max-delay path, cell delays in order --
cell and delay (ps):
clkdlybuf4s50_1 620, nand4_4 170, nor3_4 410, nand4_1 160
xnor2_1 150
No activity file was given, so power comes from the tool's default toggle rates.
