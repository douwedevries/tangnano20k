--- /design/flow/design.v ---
module pwm
    #(parameter
        CLK_FREQ = 50000000,   
        PWM_FREQ = 20000,      
        DUTY_CYCLE_WIDTH = 8   
    )
    (
        input wire clk,                                  
        input wire rstn,                                 
        input wire [DUTY_CYCLE_WIDTH-1:0] duty_cycle,    
        output reg pwm_out                               
    );
    localparam integer COUNTER_MAX = CLK_FREQ / PWM_FREQ - 1;
    localparam integer COUNTER_WIDTH = $clog2(COUNTER_MAX + 1);
    reg [COUNTER_WIDTH-1:0] counter;
    always @(posedge clk or negedge rstn) begin
        if (!rstn) begin
            counter <= 0;
        end
        else begin
            if (counter < COUNTER_MAX) begin
                counter <= counter + 1;
            end
            else begin
                counter <= 0;
            end
        end
    end
    always @(posedge clk or negedge rstn) begin
        if (!rstn) begin
            pwm_out <= 0;
        end
        else begin
            if (duty_cycle == {DUTY_CYCLE_WIDTH{1'b1}}) begin
                pwm_out <= 1;
            end
            else if (counter < ((duty_cycle * (COUNTER_MAX + 1)) >> DUTY_CYCLE_WIDTH)) begin
                pwm_out <= 1;
            end
            else begin
                pwm_out <= 0;
            end
        end
    end
endmodule
--- /design/flow/run.sh ---
#!/bin/bash
# OpenROAD 26Q1-2900-gdf79404cd8, Yosys 0.63+post, stock flow scripts
make -C /OpenROAD-flow-scripts/flow DESIGN_CONFIG=/design/flow/config.mk WORK_HOME=/design/flow/orfs finish
--- /design/flow/config.mk ---
export PLATFORM = sky130hd
export DESIGN_NAME = pwm
export DESIGN_NICKNAME = pwm
export VERILOG_FILES = /design/flow/design.v
export SDC_FILE = /design/flow/constraint.sdc
export NUM_CORES = 4
export LEC_CHECK = 1
export CORE_UTILIZATION = 40
--- /design/flow/constraint.sdc ---
current_design pwm

set clk_period 3.9
set clk_io_pct 0.2

create_clock -name clk0 -period $clk_period [get_ports {clk}]

set non_clock_inputs [all_inputs -no_clocks]
set_input_delay [expr $clk_period * $clk_io_pct] -clock clk0 $non_clock_inputs
set_output_delay [expr $clk_period * $clk_io_pct] -clock clk0 [all_outputs]
==> run notes <==
### Routing
- **total vias in the final route** 1555
- **number of antenna cells inserted** 0
- **DRT Wirelength** 3810 µm
- **post-detailed-route count of antenna-violating nets** 0
- **number of design-rule violations left by the first detailed-router iteration** 46
- **per-cell routed wire length** 11.9 µm
- **DRC Markers** 0
- **drt via density** 4.86
- **first-pass iteration count of the detailed router** 4

### Setup path
- **WP data arrival** 4.68 ns
- **largest fanout of any net on the critical path** 2
- **Setup Crit Path Kind** input port to register
- **Worst Setup SP** duty_cycle[2]
- **critical path launch point type** input port
- **FF-to-FF Start** counter[0]
- **Critical Path Sink Type** register
- **reg2reg setup slack** 2.08 ns
- **Required @ worst endpoint** 4.02 ns

### Pwr
- **combinational share of power** 77.7%
- **Power Total** 1.15 mW
- **switching part of the total power** 39.8%
- **cell-internal power** 691 µW
- **power share of the sequential group** 12.0%
- **Switching Power** 456 µW
- **leakage dissipation** 1.36 nW
- **power share of the clock group** 10.3%
- **power density normalized to cell area** 432 mW/mm²
- **worst-case vdd ir drop** 171 µV

### GRT
- **overall overflow remaining after global route** 0
- **wire length of the first global-routing pass** 6760 µm
- **Overall Global Routing Usage** 16.7%
- **vias in the first global route** 1507
- **number of antenna violations at the first check in global routing** 0
- **largest net degree at the start of global routing** 14

### Final timing
- **Fin. Hold Viols** 0
- **unrepaired setup endpoints after global routing** true
- **final critical path time including I/O delays and setup** 4.55 ns
- **final tally of max-slew violations** 0
- **maximum operating frequency** 220 MHz
- **sum of negative setup slack** -0.654 ns
- **normalized max-slew margin** 49.7%
- **min setup slack post-route** -0.654 ns
- **Slew @ Worst Pin** 0.752 ns
- **Fin Clk Skew** 0.00553 ns
- **setup violation total in the final timing report** 1
- **share of the cycle needed by the critical path after routing** 117%

### Floorplan
- **number of placement rows** 25
- **core utilization at floorplan** 41.5%
- **Std-Cell Core Area** 0.00469 mm²
- **overall die area** 0.00515 mm²
- **horizontal die dimension** 71.7 µm
- **Ports** 11
- **die y size** 71.7 µm

### Yosys
- **Adders+Majority by Area** 43.9%
- **mean instance size in the synthesized netlist** 9.35 µm²
- **most frequent cell after synthesis** ha_1
- **Flops after synth** 13
- **simple-gate share of the synthesized area** 13.8%
- **library cell occupying the most area in the post-synthesis netlist** ha_1
- **cells in synth_stat.txt** 208
- **Main logic family** adder cells
- **XORs/XNORs by Area** 8.10%
- **chip area in the Yosys report** 0.00195 mm²
- **Mux area share** 0%
- **number of unique standard cell types used by synthesis** 33
- **Synth Area in Compound Gates** 12.0%
- **most frequent cells after synthesis** 49 x ha_1, 24 x inv_1, 14 x a21oi_1
- **FFs w/ async S/R, synth** 100%
- **register area share after synthesis** 16.7%
- **Synth Instances** 208
- **netlist area before placement** 0.00195 mm²
- **proportion of netlist area held by the largest area contributor** 31.5%
- **synth warn** 1
- **dominant register cell in the synthesized netlist** dfrtp_1
- **flip-flops with a built-in enable** 0
- **biggest area contributors in the synthesized netlist** ha_1 32%, dfrtp_1 17%, fa_1 12%

### Worst hold path
- **source of the worst hold timing path** counter[0]
- **Min-Delay Path Class** register to register

### CTS
- **clock sink count** 13
- **clock latency on the worst-skew pair** 0.24 ns
- **CTS tree** built
- **number of H-tree branching levels** 1
- **buffer cell driving the clock tree root** clkbuf_8
- **maximum root-to-sink buffer count** 2
- **number of CTS-inserted buffers** 3
- **Clk pin slew, worst setup/hold paths** 0.06 ns

### Cells and area
- **Area growth syn-to-layout** 36.7%
- **final instance area** 0.00266 mm²
- **share of post-route cells with drive strength above 1** 32.0%

### Placed design
- **Post-DP Area** 0.00244 mm²
- **HPWL after DPL** 3190 µm
- **RD Place Congestion** 0.837
- **count of port buffers added during placement** 10
- **worst setup slack before clock tree synthesis** -1.40 ns

### Run
- **reported max-cap violation count** 0
- **OpenROAD warning count** 29

### Run status
- **result of the run** complete, but fails checks
- **failing checks** negative setup slack

## worst max-delay path, stage by stage
cell	delay [ns]
buf_6	0.10
ha_4	0.23
ha_4	0.26
inv_2	0.03
fa_1	0.46
fa_1	0.50
buf_6	0.14
fa_2	0.38
nand2b_4	0.16
a2111o_1	0.42
nand4_1	0.10
a21oi_2	0.07
xor2_1	0.17
ha_1	0.30
nand2_1	0.06
o21ai_2	0.19
a41oi_2	0.06
a31oi_1	0.21
nand2_1	0.08
## per-layer routing
layer / track usage, % / wire length [µm] / vias up
met5: 0 / 0 / -
met4: 1.09 / 12 / 0
met3: 0.571 / 36 / 2
met2: 26.8 / 1730 / 13
met1: 27.1 / 2030 / 698
li1: - / - / 842
## final timing paths
path                              end  cells past startpoint
max                           pwm_out                     19
min                        counter[0]                      1
max reg2reg                counter[6]                      6
min reg2reg                counter[0]                      1
max in group asynchronous  counter[0]                      1
min in group asynchronous  counter[5]                      1
## cell type report
class / count / area, µm²
inverters: 24 / 90.1
well taps: 54 / 67.6
clock buffers: 4 / 45.0
fillers: 409 / 2030
multi-input cells: 168 / 1670
flip-flops and latches: 13 / 325
repair buffers: 57 / 460
## power by group through the flow
stage	registers [mW]	clock network (mW)	logic [mW]
CTS	0.138	0.120	0.866
global route	0.138	0.126	1.01
finish	0.138	0.118	0.892
## through the flow
stage,hold slack [ns],util [%],cells
final,0.505,56.7,320
after detailed placement,0.494,52.0,308
after floorplan,0.454,-,208
after CTS,0.506,55.7,317
after global routing,0.542,56.7,320
after global placement,0.504,52.0,308
## flip-flops by register name, summed over array words and instances (netlist names)
| register | count |
|---|---|
| counter | 12 |
| pwm_out | 1 |
## cells in the final DEF (no fill, tap or decap), drive strengths merged, types with 3 or more instances in the layout
cell         synthesis  final
a21o                 4      4
buf                  1     52
xnor2                7      7
ha                  49     49
nand3                4      4
nand2               12     12
nor2b                3      3
clkbuf               2      4
fa                  12     12
o21ai                9      9
dfrtp               13     13
nand2b               4      4
xor2                11     11
a21oi               14     14
nand4                3      3
inv                 24     24
and3                 6      6
dlygate4sd2          0      3
nor2                12     12
## kinds of logic after synthesis
logic type | after synthesis
and+or+nand+nor | 51
adders and majority gates | 61
xor gates and xnor gates | 18
DFF | 13
AOI/OAI and AO/OA | 38
buffers and inverters | 27
## timing repair
item                       4_1_cts  5_1_grt
gates cloned                     0        0
hold buffers                     0        0
pin swaps                       27       16
setup buffers                    5        3
gates resized                   47        7
setup endpoints to repair        1        1
Power and IR drop assume default switching activity.
