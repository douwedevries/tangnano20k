==> run.sh <==
#!/bin/bash
# OpenROAD 26Q1-2900-gdf79404cd8, Yosys 0.63+post, stock flow scripts
make -C /OpenROAD-flow-scripts/flow DESIGN_CONFIG=/design/flow/config.mk WORK_HOME=/design/flow/orfs finish
==> config.mk <==
export PLATFORM = sky130hd
export DESIGN_NAME = spi_slave
export DESIGN_NICKNAME = spi_slave
export VERILOG_FILES = /design/flow/design.v
export SDC_FILE = /design/flow/constraint.sdc
export NUM_CORES = 4
export LEC_CHECK = 1
export CORE_AREA = 10 10 108 108
export DIE_AREA = 0 0 118 118
==> constraint.sdc <==
current_design spi_slave

set clk_period 2.0
set clk_io_pct 0.2

create_clock -name clk0 -period $clk_period [get_ports {clk}]

set non_clock_inputs [all_inputs -no_clocks]
set_input_delay [expr $clk_period * $clk_io_pct] -clock clk0 $non_clock_inputs
set_output_delay [expr $clk_period * $clk_io_pct] -clock clk0 [all_outputs]
==> design.v <==
module spi_slave (
    input wire clk,
    input wire rstn,
    input wire csn,
    input wire sck,
    input wire mosi,
    input wire [7:0] tx_data,
    output wire miso,
    output reg [7:0] rx_data,
    output reg rx_ready
);
    reg [2:0] sckr;
    always @(posedge clk or negedge rstn) begin
        if (!rstn) begin
            sckr <= 3'b000;
        end
        else begin
            sckr <= {sckr[1:0], sck};
        end
    end
    wire sck_risingedge = (sckr[2:1]==2'b01);
    wire sck_fallingedge = (sckr[2:1]==2'b10);
    reg [2:0] csnr;
    always @(posedge clk or negedge rstn) begin
        if (!rstn) begin
            csnr <= 3'b000;
        end
        else begin
            csnr <= {csnr[1:0], csn};
        end
    end
    wire csn_active = ~csnr[1];  
    wire csn_startmessage = (csnr[2:1]==2'b10);
    reg [2:0] bitcnt;
    always @(posedge clk or negedge rstn) begin
        if (!rstn) begin
            bitcnt <= 3'b000;
        end
        else if (!csn_active) begin
            bitcnt <= 3'b000;
        end
        else if (sck_risingedge) begin
            bitcnt <= bitcnt + 3'b001;
        end
    end
    always @(posedge clk or negedge rstn) begin
        if (!rstn) begin
            rx_data <= 8'b00000000;
            rx_ready <= 1'b0;
        end
        else if (sck_risingedge) begin
            rx_data <= {rx_data[6:0], mosi};
            rx_ready <= csn_active && sck_risingedge && (bitcnt==3'b111);
        end
    end
    reg [7:0] miso_shift_reg;
    always @(posedge clk or negedge rstn) begin
        if (!rstn) begin
            miso_shift_reg <= 8'b00000000;
        end
        else if (csn_active) begin
            if (sck_fallingedge) begin
                if (bitcnt==3'b000)
                    miso_shift_reg <= tx_data;
                else
                    miso_shift_reg <= {miso_shift_reg[6:0], 1'b0};
            end
        end
    end
    assign miso = miso_shift_reg[7];
endmodule
==> flow_metrics.env <==
# yosys + openroad results
export IMPL_drt_pass1_iterations=2
export IMPL_min_path_type="flop to flop"
export IMPL_internal_power_w=0.0009803
export IMPL_topCellsByArea="dfrtp_1 (60%), mux2i_1 (8.6%), mux2_2 (5.4%)"
export IMPL_setup_violations=0
export IMPL_fmax_mhz=656.3
export IMPL_yosys_area_top_type="dfrtp_1"
export IMPL_post_drt_via_cell_ratio=2.671
export IMPL_cp_required_ps=1600
export IMPL_switching_share_pct=23.66
export IMPL_dp_hpwl_um=1594
export IMPL_cts_made_buffers=3
export IMPL_p_leak_nw=0.6035
export IMPL_pwr_share_comb_pct=24.4
export IMPL_yosys_warnings=1
export IMPL_postCtsSetupRepairBufs=0
export IMPL_fp_utilization_pct=11.32
export IMPL_whs_endpoint="csnr[1]"
export IMPL_port_buffers=22
export IMPL_grt_pass1_wl_um=3532
export IMPL_routabilityCongestion=0.6934
export IMPL_netlist_instances=77
export IMPL_r2r_start="bitcnt[0]"
export IMPL_worst_pin_slew_ps=646.9
export IMPL_antenna_found_initial=0
export IMPL_ys_cells=77
export IMPL_finalSetupTns_ps=0
export IMPL_finalHoldViolCount=0
export IMPL_path_class="flop to output port"
export IMPL_track_usage_pct=3.014
export IMPL_final_common_cell="dfrtp_1"
export IMPL_cts_htree_levels=1
export IMPL_rows=35
export IMPL_tool_warnings=26
export IMPL_synth_area_um2=1051
export IMPL_seqPwrFrac_pct=52.6
export IMPL_rr_worst_depth=6
export IMPL_core_area_um2=9284
export IMPL_vias=617
export IMPL_final_layout_size_suffix_gt1_share_pct=19.61
export IMPL_rsz0062_at_grt="no"
export IMPL_cts_resized=0
export IMPL_drv_cap=0
export IMPL_cts_hold_buf=0
export IMPL_cp_top_family="buffers and inverters"
export IMPL_synth_cell_type_count=19
export IMPL_fin_crit_sh_pct=76.19
export IMPL_hold_ws_ps=357.3
export IMPL_cts_root_buffer="clkbuf_8"
export IMPL_r2r_end="miso_shift_reg[6]"
export IMPL_outcome="finished, final reports clean"
export IMPL_drt_iter0_markers=28
export IMPL_ant_nets=0
export IMPL_ir_worst_vdd_mv=0.2247
export IMPL_area_growth_pct=39.52
export IMPL_clkLatencyLatePin_ps=260
export IMPL_crit_path_end_kind="output port"
export IMPL_syn_avg_cell_area_um2=13.65
export IMPL_finalClockSkew_ps=4.385
export IMPL_lay_top_cells="dfrtp_1 (25), clkdlybuf4s50_1 (22), mux2i_1 (9)"
export IMPL_r2r_setup_slack_ps=630
export IMPL_cp_arrival_ps=1120
export IMPL_die_h_um=118
export IMPL_power_density_nw_per_um2=875.7
export IMPL_antennaDiodeCount=0
export IMPL_slew_violations=0
export IMPL_crit_path_top_delay_cell="clkdlybuf4s50_1"
export IMPL_clk_pin_slew_ps=90
export IMPL_die_area_um2=13920
export IMPL_slew_headroom_pct=56.83
export IMPL_clock_sinks=25
export IMPL_wl_um=2046
export IMPL_clk_path_buf_depth=2
export IMPL_ys_seq_share_pct=59.52
export IMPL_ys_flops=25
export IMPL_max_stage_delay_ps=480
export IMPL_grt_start_max_net_pins=26
export IMPL_die_w_um=118
export IMPL_route_detailed_drc=0
export IMPL_p_total_w=0.001284
export IMPL_clockPowerShare_pct=23.0
export IMPL_fin_crit_ps=1524
export IMPL_crit_chain="clkdlybuf4s50_1"
export IMPL_routedWlPerCell_um=8.857
export IMPL_start_kind="flop"
export IMPL_fillers=1041
export IMPL_io_pin_count=23
export IMPL_switchingPower_w=0.0003038
export IMPL_grt_ovfl_total=0
export IMPL_hold_start="csnr[0]"
export IMPL_fin_util_pct=15.80
export IMPL_critPathBufInv=1
export IMPL_grt_pass1_vias=665
export IMPL_crit_path_max_fanout=3
export IMPL_yosysTopAreaCellShare_pct=59.52
export IMPL_ys_chip_area_um2=1051
export IMPL_tritoncts="built"
export IMPL_min_path_cells=0
power by group through the flow:
stage / registers (W) / clock network (W) / logic [W]
after CTS: 0.000679 / 0.000324 / 0.000325
after global routing: 0.000694 / 0.000346 / 0.000344
final: 0.000675 / 0.000296 / 0.000313
worst reg2reg max path, cell delays in order (launching register included):
cell and delay (ps):
dfrtp_1 420, inv_1 70, ha_1 120, nor2b_1 120, buf_4 190, mux2i_1 240, a21oi_2 80
routing by layer:
layer | vias to the layer above | GRT usage [%] | wire [um]
met4 | 0 | 0.4637 | 0
met1 | 301 | 4.044 | 939
met3 | 0 | 0.9237 | 84
li1 | 306 | - | -
met2 | 10 | 4.755 | 1023
met5 | - | 0 | 0
worst max path at each step:
stage	from	depth (start not counted)	endpoint	slack, ps
after global routing	rx_data[6]	1	rx_data[6]	410
after CTS	rx_data[4]	1	rx_data[4]	450
final	rx_data[4]	1	rx_data[4]	480
cell families after synthesis:
kind of cell,synth area share [%]
DFF,59.52
muxes,18.21
and+or+nand+nor,8.572
AOI/OAI and AO/OA,5.000
buffers and inverters,4.285
adders and majority gates,3.572
xor gates and xnor gates,0.8335
synth_stat cells:
master	instances
a21oi_1	5
a21oi_2	2
and2b_4	1
buf_4	1
buf_6	2
dfrtp_1	25
ha_1	3
inv_1	4
mux2_2	5
mux2_4	3
mux2i_1	9
nand3_1	1
nand3b_1	1
nor2_1	8
nor2_2	2
nor2b_1	1
nor3b_4	1
o21ai_0	2
xnor2_1	1
area by class of cell:
type | instances | area [um2] | share of cell area (%)
Multi-Input combinational cell | 45 | 380.4 | 25.94
Clock inverter | 1 | 7.507 | 0.5119
Clock buffer | 3 | 41.29 | 2.816
Timing Repair Buffer | 24 | 235.2 | 16.04
Sequential cell | 25 | 625.6 | 42.66
Tap cell | 129 | 161.4 | 11.01
Inverter | 4 | 15.01 | 1.024
per-stage QoR:
| stage | instances | cell area (um2) | setup slack, ps |
|---|---|---|---|
| 6_report | 231 | 1466 | 476.2 |
| 3_5_place_dp | 227 | 1418 | 630.7 |
| 5_1_grt | 231 | 1466 | 412.0 |
| 4_1_cts | 231 | 1466 | 447.4 |
| 3_3_place_gp | 227 | 1418 | 675.4 |
| 2_1_floorplan | 77 | 1051 | 748.4 |
Power is estimated from default activity; no workload was simulated.
